==> design.v <==
module stopwatch (clk, button, clr, select, seg_1, seg_10);
input clk, button, clr, select;
output [6:0] seg_1, seg_10;
wire [6:0] count_1, count_10;                  
wire idle, start, store_1, store_2, finish;    
counter counter_0 (.clkin(clk), .clr(clr), .sec(count_1), .tensec(count_10));
controller controller_0 (.clk(clk), .clr(clr), .button(button), .idle(idle), .start(start), 
                         .store_1(store_1), .store_2(store_2), .finish(finish));
reg [6:0] record1_1, record1_10, record2_1, record2_10;
always @(posedge clk) begin
    if (clr) begin
		  {record1_10, record1_1} <= {0, 0};
		  {record2_10, record2_1} <= {0, 0};
    end
    else if (store_1) begin
		  {record1_10, record1_1} <= {count_10, count_1};
    end
    else if (store_2) begin
		  {record2_10, record2_1} <= {count_10, count_1};
    end
end
assign {seg_10, seg_1} = idle ? {7'b1111111, 7'b1111111} : 
			(finish ? (select ? {record1_10, record1_1}:{record2_10, record2_1}) : {count_10, count_1});
endmodule
module controller (clk, clr, button, store_1, store_2, finish, start, idle);
input clk, clr, button;
output store_1, store_2;  
output idle;              
output start;             
output finish;            
parameter S0 = 2'b00, S1 = 2'b01, S2 = 2'b10, S3 = 2'b11;
wire button_sync;  
button_press_sync button_press_sync_0 (.clk(clk), .button_in(button), .clr(clr), .button_out(button_sync));
reg [1:0] state; 
reg [1:0] state_d;  
always @(posedge clk) begin
    if (clr) begin
		  state <= S0;
    end
    else if (button_sync) begin
        case(state)
				 S0: state <= S1;
				 S1: state <= S2;
				 S2: state <= S3;
				 S3: state <= S3;
        endcase
    end
    else begin
    end
    state_d <= state;
end
assign start = (state_d == S0) & (state == S1);
assign store_1 = (state_d == S1) & (state == S2);
assign store_2 = (state_d == S2) & (state == S3);
assign idle = (state == S0) & ~start;
assign finish = (state == S3);
endmodule
module button_press_sync(clk, button_in, clr, button_out);
    input clk;
    input button_in;
    input clr;
    output reg button_out;
    reg [1:0] current_state;
    reg [1:0] next_state;
    parameter a = 2'b00, b = 2'b01, c = 2'b10, err = 2'b11;
    always @ (*)
    begin
        case({current_state, button_in})
            {a,1'b0} : next_state <= a;
            {a,1'b1} : next_state <= b;
            {b,1'b0} : next_state <= a;
            {b,1'b1} : next_state <= c;
            {c,1'b0} : next_state <= a;
            {c,1'b1} : next_state <= c;
            default  : next_state <= err;
        endcase
    end
    always @(posedge clk or posedge clr)
    begin
        if(clr)
            current_state <= a;
        else
            current_state <= next_state;
    end
    always @ (*)
    begin
        case (current_state)
            a : button_out <= 1'b0;
            b : button_out <= 1'b1;
            c : button_out <= 1'b0;
            default : button_out <= 1'b0;
        endcase
    end
endmodule
module counter(input clkin, input clr, output reg [6:0] sec, output reg [6:0] tensec);
     reg [3:0] sec_out; reg [3:0] tensec_out; reg clk_sec; reg [4:0] cnt = 5'd0;
     always @(posedge clkin) begin
        if(clr) begin
            cnt <= 5'd0;
            clk_sec <= 1'b0;
        end
        if(cnt == 5'd24) begin
            cnt <= 5'd0;
            clk_sec <= ~clk_sec;
        end
        else begin
            cnt <= cnt +1;
        end
    end
    always @(posedge clk_sec or posedge clr)
        begin
            if(clr) begin
                sec_out <= 4'd0;
                tensec_out <= 4'd0;
            end
            else if(sec_out == 4'd9) begin
                sec_out <= 4'd0;
                if(tensec_out == 4'd9)
                    tensec_out <= 4'd0;
                else
                    tensec_out <= tensec_out + 4'd1;
                end
            else
                sec_out <= sec_out + 4'd1;
        end
    always @(sec_out)
        begin
            case(sec_out)
                4'd0: sec<= 7'b0111111;
                4'd1: sec<= 7'b0000110;
                4'd2: sec<= 7'b1011011;
                4'd3: sec<= 7'b1001111;
                4'd4: sec<= 7'b1100110;
                4'd5: sec<= 7'b1101101;
                4'd6: sec<= 7'b1111101;
                4'd7: sec<= 7'b0000111;
                4'd8: sec<= 7'b1111111;
                4'd9: sec<= 7'b1101111;
                default: sec<= 7'b0000000;
            endcase
        end
    always @(tensec_out)
        begin
            case(tensec_out)
                4'd0: tensec<= 7'b0111111;
                4'd1: tensec<= 7'b0000110;
                4'd2: tensec<= 7'b1011011;
                4'd3: tensec<= 7'b1001111;
                4'd4: tensec<= 7'b1100110;
                4'd5: tensec<= 7'b1101101;
                4'd6: tensec<= 7'b1111101;
                4'd7: tensec<= 7'b0000111;
                4'd8: tensec<= 7'b1111111;
                4'd9: tensec<= 7'b1101111;
                default: tensec<= 7'b0000000;
            endcase
        end
endmodule
==> run.sh <==
#!/bin/bash
# OpenROAD 26Q1-2900-gdf79404cd8, Yosys 0.63+post, stock flow scripts
make -C /OpenROAD-flow-scripts/flow DESIGN_CONFIG=/design/flow/config.mk WORK_HOME=/design/flow/orfs finish
==> config.mk <==
export PLATFORM = sky130hd
export DESIGN_NAME = stopwatch
export DESIGN_NICKNAME = stopwatch
export VERILOG_FILES = /design/flow/design.v
export SDC_FILE = /design/flow/constraint.sdc
export NUM_CORES = 4
export LEC_CHECK = 1
export CORE_UTILIZATION = 50
==> constraint.sdc <==
current_design stopwatch

set clk_period 4.4
set clk_io_pct 0.2

create_clock -name clk0 -period $clk_period [get_ports {clk}]

set non_clock_inputs [all_inputs -no_clocks]
set_input_delay [expr $clk_period * $clk_io_pct] -clock clk0 $non_clock_inputs
set_output_delay [expr $clk_period * $clk_io_pct] -clock clk0 [all_outputs]
==> run summary <==
Physical implementation

The boundary pin count is 18. The cell count of the worst hold path is 0. The area enclosed by the die boundary is 0.00545 mm^2.

The area fraction of the largest cell type after synthesis is 28.7%. The critical path in the final layout is reported with a setup slack of 1.11 ns. The type of the worst setup path is input port to output pin. The combined area of the multi-input logic cells is 0.00137 mm^2. The mean number of vias per cell is 5.41. The top logic cell by instance count in the layout is sky130_fd_sc_hd__dfxtp_1.

The detailed-route wire length per cell is 14.0 um. Synthesis produced a netlist whose cell count is 270. The post-synthesis register bit count is 48. The first-pass detailed-route iteration total is 4. The number of rows in the core area is 25. In this run the worst path has a maximum fanout of 14.

Per the cell usage report, the commonest logic cells after layout are sky130_fd_sc_hd__dfxtp_1, sky130_fd_sc_hd__o21ai_0, sky130_fd_sc_hd__nor2_1. Setup total negative slack on the finished layout was measured at 0 ns. The starting utilization of the core area is 53.2%.

For this design, Yosys synthesis ends with a cell count of 270. 8 endpoints have no timing constraint. The core occupancy in the finished layout is 58.6%.

The remaining global-route overflow is 0. The buffer cell driving the clock tree root is sky130_fd_sc_hd__clkbuf_8. The TritonCTS buffer count is 5. The overall track demand over capacity in global routing is 20.7%. The total instance count after detailed placement is 342. For the worst-skew pair, the clock arrives at the later sink with an insertion delay of 0.28 ns.

The sort of element at the start of the critical path is an input port. Post-CTS timing repair inserted 0 buffers for setup. The switching portion of total power comes to 24.3%. The final routed wirelength across all metal layers is 4910 um. TritonCTS built the clock tree. The HPWL after detailed placement is 3430 um. The total standard cell area after synthesis is 0.00258 mm^2. The number of flops mapped to enable cells by yosys is 1. The final routed DRC violation total is 0. Compared with the post-synthesis result, the final layout area differs by 10.2%. Setup repair after global routing left no endpoint under its margin. The number of max-cap violations is 0. The number of diodes added for antenna fixing is 0.

The synthesized netlist devotes 12.2% of its cell area to simple gates. The maximum buffer depth of the clock tree is 2. The number of different library cells in the post-synthesis netlist is 43. Per the post-place timing report, worst setup slack is 1.10 ns. The die is 73.8 um tall. Endpoints with negative setup slack in the final report add up to 0. Port buffering added 17 buffers. The kind of capture point of the worst setup path is an output pin. For the pin with the worst max-slew slack, the measured transition is 0.724 ns.

Combinational logic is responsible for 15.1% of the overall power. The horizontal die dimension reported for this design is 73.8 um. Gates resized during post-CTS repair numbered 0. The weighted congestion reported at the end of routability-driven placement is 0.834. The remaining number of nets flagged by the antenna check after routing is 0. The main combinational cell family by area after synthesis is AND-OR/OR-AND gates. The count of cells along the worst register-to-register path is 4. Entering global routing, the biggest net connects 29 pins. For this run, asynchronously set or reset flops after synthesis account for 20.8%.

The number of global-route vias before repair is 1766. Hold-check failures listed in the final report amount to 0. The dominant register cell is sky130_fd_sc_hd__dfxtp_1.

The count of final max-slew check failures is 0. For this design the static power due to leakage is 1.15 nW. The sequential cell area in the final layout is 0.00102 mm^2. The power share of the sequential group is 49.5%. The peak supply drop is 0.000198 V. The switching component of the power is 199 uW. The synthesis run shows multiplexers occupying 6.60% of the cell area. The maximum achievable frequency is 0.304 GHz.

The final clock skew is 0.00279 ns. The run finished with clean final reports. The most area-hungry cell type in the Yosys netlist is sky130_fd_sc_hd__dfxtp_1.

The number of warnings printed during yosys synthesis is 4. The worst max-slew margin expressed relative to the limit is 51.5%. The synthesis area per yosys is 0.00258 mm^2. The number of hold-repair buffers added at the cts stage is 0.

The endpoint required time on the critical path is 3.52 ns. The H-tree depth reported by CTS is 2. The routed layout has 1894 vias. Sorting the synthesized cells by area gives the leading types as sky130_fd_sc_hd__dfxtp_1, sky130_fd_sc_hd__dfrtp_1, sky130_fd_sc_hd__ha_1. The tool warning count for the run is 39. For reference, XOR and XNOR gates occupy 2.04% of the area reported after synthesis. The initial antenna violation count was 0. The minimum clock period after layout is 3.29 ns. The first global-routing pass estimated 8450 um of wire. Counting the fill cells in the layout gives 443.

The worst hold slack across all endpoints is 0.422 ns. The clock transition time at the flip-flop clock pins of the worst setup and hold paths is 0.07 ns. Per the final layout report, the fraction of cells sized above drive strength 1 comes to 6.71%. Cell internal power was estimated by the tool at 620 uW. The part of the power in the clock network is 35.5%. The power density over the cells is 288 mW/mm^2. The portion of the post-synthesis area used by sequential elements is 39.6%.

The compound-cell area share of the yosys netlist is 23.6%. The timer found 8 register pins that no clock reaches; their paths are not timed. The synthesized-area fraction occupied by adder cells is 8.64%. The number of DRC markers after the initial detailed-route iteration is 102.

The post-synthesis area per instance is 9.55 um^2. The final cell count without fillers is 350. Post-route period utilization is reported as 74.8%. The data arrival at the endpoint of the critical path is 2.41 ns. After floorplanning, the core was sized to cover 0.00485 mm^2. The min-delay analysis places its worst path in the category register to register.
[cell families after synthesis]
family / after synthesis
DFF: 48
AOI/OAI and AO/OA: 91
and+or+nand+nor: 59
muxes: 17
adders and majority gates: 18
xor gates and xnor gates: 6
buffers and inverters: 31
[sequential cells by signal, indices dropped and copies added (netlist names)]
signal	cells
counter_0.tensec_out	4
counter_0.sec_out	4
record1_10	7
controller_0.state	2
record2_10	7
record1_1	7
record2_1	7
counter_0.clk_sec	1
counter_0.cnt	5
controller_0.button_press_sync_0.current_state	2
controller_0.state_d	2
[cell type report]
class | instances | share of cell area (%)
repair buffers | 22 | 7.31
inverters | 14 | 1.85
well taps | 67 | 2.95
multi-input cells | 191 | 48.2
clock buffers | 6 | 2.55
clock inverters | 2 | 1.23
flip-flops and latches | 48 | 35.9
[worst max-delay path, cell delays in order]
cell                              delay [ns]
sky130_fd_sc_hd__clkdlybuf4s50_1        0.46
sky130_fd_sc_hd__buf_4                  0.26
sky130_fd_sc_hd__mux2i_1                0.11
sky130_fd_sc_hd__a22oi_1                0.19
sky130_fd_sc_hd__clkdlybuf4s50_1        0.51
[worst paths after layout]
path,slack (ns),endpoint,startpoint
worst max register to register,3.11,record1_10[2],controller_0.state[1]
worst max-delay path,1.11,seg_1[0],select
min in group asynchronous,1.42,controller_0.button_press_sync_0.current_state[0],clr
worst min-delay path,0.42,controller_0.state_d[1],controller_0.state[1]
worst min register to register,0.42,controller_0.state_d[1],controller_0.state[1]
max in group asynchronous,2.73,controller_0.button_press_sync_0.current_state[1],clr
[power groups by stage]
stage | clock [mW] | combinational, mW | sequential, mW
after CTS | 0.301 | 0.126 | 0.405
final | 0.291 | 0.123 | 0.405
after global routing | 0.316 | 0.139 | 0.409
[per-stage QoR]
step / total power [mW] / area, um^2
after CTS: 0.832 / 2840
after floorplan: 0.488 / 2580
final: 0.819 / 2840
after detailed placement: 0.539 / 2730
after global placement: 0.539 / 2730
after global routing: 0.864 / 2840
[cells in the mapped netlist (3+ instances only)]
cell type                  number
sky130_fd_sc_hd__a31oi_1        4
sky130_fd_sc_hd__mux2i_1       17
sky130_fd_sc_hd__a21o_1         3
sky130_fd_sc_hd__dfxtp_1       37
sky130_fd_sc_hd__a22oi_1       16
sky130_fd_sc_hd__nor2b_1        3
sky130_fd_sc_hd__nand2_1        8
sky130_fd_sc_hd__o21ai_0       26
sky130_fd_sc_hd__nor2_1        23
sky130_fd_sc_hd__inv_1         14
sky130_fd_sc_hd__a211oi_1       6
sky130_fd_sc_hd__nand3b_1       3
sky130_fd_sc_hd__buf_6          5
sky130_fd_sc_hd__buf_4          4
sky130_fd_sc_hd__a211oi_2       6
sky130_fd_sc_hd__buf_2          7
sky130_fd_sc_hd__nand2b_1       9
sky130_fd_sc_hd__ha_1          17
sky130_fd_sc_hd__dfrtp_1       10
sky130_fd_sc_hd__xnor2_1        3
sky130_fd_sc_hd__xor2_1         3
sky130_fd_sc_hd__a21oi_1       18
[routing by layer]
| metal | vias up | share of wire, % | global-route usage (%) |
|---|---|---|---|
| li1 | 989 | - | - |
| met1 | 887 | 51 | 32.7 |
| met2 | 16 | 46 | 32.4 |
| met3 | 2 | 2.3 | 3.19 |
| met4 | 0 | 0.51 | 1.71 |
| met5 | - | 0 | 0 |
Power figures rest on the tool's default switching activity, not on a simulated workload.
