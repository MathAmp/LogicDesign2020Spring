===== flow/run.sh =====
#!/bin/bash
# OpenROAD 26Q1-2900-gdf79404cd8, Yosys 0.63+post, stock flow scripts
make -C /OpenROAD-flow-scripts/flow DESIGN_CONFIG=/design/flow/config.mk WORK_HOME=/design/flow/orfs finish

===== flow/config.mk =====
export PLATFORM = sky130hd
export DESIGN_NAME = vending_machine
export DESIGN_NICKNAME = vending_machine
export VERILOG_FILES = /design/flow/design.v
export SDC_FILE = /design/flow/constraint.sdc
export NUM_CORES = 4
export LEC_CHECK = 1
export CORE_AREA = 10 10 70 70
export DIE_AREA = 0 0 80 80

===== flow/design.v =====
`timescale 1ns/1ps
module vending_machine
(
	input clk,
	input reset,  
	input nickel,  
	input dime,  
	output [3:0] balance,  
	output open  
);
	reg [1:0] state;
	always @(posedge clk) begin
		if(reset) begin
			state <= 2'b00;
		end
		else if (~(nickel & dime)) begin
			if(nickel | dime) begin
				state <= (((2 * dime + nickel + state) < 2'd3) ? (2 * dime + nickel + state) : 2'd3);
			end
		end
	end
	assign balance = state == 2'b00 ? 4'd0 : (state== 2'b01 ? 4'd5: (state==2'b10 ? 4'd10 : 4'd15));
	assign open = state == 2'd3;
endmodule

===== flow/constraint.sdc =====
current_design vending_machine

set clk_period 1.4
set clk_io_pct 0.2

create_clock -name clk0 -period $clk_period [get_ports {clk}]

set non_clock_inputs [all_inputs -no_clocks]
set_input_delay [expr $clk_period * $clk_io_pct] -clock clk0 $non_clock_inputs
set_output_delay [expr $clk_period * $clk_io_pct] -clock clk0 [all_outputs]

==> metrics.cfg <==
[cts]
cts_tree = built
htreeDepth = 1
numCtsBuffers = 3
clkTransAtPathRegs_ps = 30
cts_hold_buf = 0
cts_sinks = 2
root_buffer = clkbuf_4
clkLatencyLatePin_ps = 220
clk_path_buf_depth = 2

[sta]
worst_slew_pin_slew_ps = 198
relSlewSlack = 0.867
timing.hold.ws_ps = 498
setup_viol_count_final = 0
max_freq_ghz = 0.743
drv_slew = 0
fin_crit_sh = 0.962
hold_viol = 0
rsz0062_at_grt = no
finClkSkew_ps = 2.85
min_period_ps = 1350

[global_routing]
antenna_found_initial = 0
track_usage = 0.0162
grt_pass1_wl_um = 807
grt_pass1_vias = 156
grt_start_max_net_pins = 6
overflow = 0

[detailed_routing]
dr_wl_met2_um = 363
totalWireLength_um = 497
vias = 137
vias_per_cell = 1.93
wl_per_cell_um = 7.00
drtPass1Iterations = 1
antenna_left = 0
n_antenna_cell = 0
drt-met1-wl_um = 133
wl_met3_um = 0
first_iter_violations = 0
drcViolationCount = 0
top_layer_used = met2

[logic_synthesis]
synth-simple-area-share = 0.114
synth_seq_share = 0.242
synth-seq-cells = 2
fa_ha_area_frac = 0.197
synth.cell_area_um2 = 165
ys_warn_count = 1
yosys.area_share.aoi = 0.0909
synthTopLogicFamily = adder cells
synth.avg_cell_area_um2 = 10.3
ys_area_um2 = 165
synth.area.mux_share = 0.121
xor_share = 0.0985
synthCells = 16
yosysUniqueCellTypes = 10
yosys_cells = 16

[floorplanning]
initial_utilization = 0.0484
ioPinCount = 9
core_area_um2 = 3420
fp-row-count = 21
fp.dieH_um = 80
die_width_um = 80
chipArea_um2 = 6400

[worst_setup_path]
cp_cell_sequence = clkdlybuf4s50_1
crit_family = buffers and inverters
cp-endpoint = balance[0]
r2r-start = state[0]$_SDFFE_PP0P_
r2r.worst_path.cells = 4
slowest_delay_ps = 480
slowest_stage = clkdlybuf4s50_1
arrival_ps = 1070
crit_buf_inv = 1
startpoint = state[0]$_SDFFE_PP0P_
critPathMaxFanout = 5
cp.depth = 1
ff2ff_setup_slack_ps = 120
crit_type = register to output pin
required_ps = 1120
rr_endpoint = state[1]$_SDFFE_PP0P_
worstSetupStartpointType = register
cp-end-kind = output pin

[finish]
reg.largest.list = state x2
top_register = state
final_layout_size_suffix_gt1_frac = 0.360
final_cell_area_um2 = 338
lay_top_cells = clkdlybuf4s50_1, clkbuf_4
syn2layout_area_growth_pct = 105
fillers = 400
largest_reg_flops = 2
layout_top_cell = clkdlybuf4s50_1

[power]
peakVddDrop_mv = 0.145
power_uw = 318
p_leak_uw = 0.000136
power.density_nw_per_um2 = 941

[placement]
gp_routability_congestion = 0.626
postPlaceCellArea_um2 = 288
port_buffers = 8

[flow_run]
warning_count = 25
maxCapViolations = 0

[min_path]
min_path_type = input pin to register

[status]
outcome = complete, no violations

Yosys cell counts:
| cell | number | share of area |
|---|---|---|
| clkbuf_1 | 2 | 0.045 |
| ha_1 | 1 | 0.076 |
| and2_1 | 1 | 0.038 |
| fa_1 | 1 | 0.12 |
| buf_4 | 2 | 0.091 |
| xnor2_2 | 1 | 0.099 |
| nand2b_1 | 2 | 0.076 |
| dfxtp_1 | 2 | 0.24 |
| o21bai_1 | 2 | 0.091 |
| mux2i_1 | 2 | 0.12 |
metal layers:
metal	track usage	vias up
met1	0.0126	69
met4	0.00704	0
met3	0.00455	0
met2	0.0345	0
met5	0	-
li1	-	68
per-stage QoR:
| step | setup WS [ps] | utilization | std cells | TNS (ps) |
|---|---|---|---|---|
| finish | 53.9 | 0.0989 | 71 | 0 |
| global route | 2.68 | 0.0989 | 71 | 0 |
| CTS | 31.9 | 0.0982 | 71 | 0 |
| detailed placement | -313 | 0.0842 | 67 | -557 |
| global placement | -304 | 0.0842 | 67 | -538 |
| floorplan | 173 | - | 16 | 0 |
where the power goes:
group	internal, µW	switching (µW)	total (µW)
clock network	94.7	33.9	129
logic	74.5	30.6	105
registers	71.6	12.8	84.4
total	241	77.2	318
timing repair:
item / 4_1_cts / 5_1_grt
endpoints found under the hold margin: 0 / 0
setup endpoints to repair: 7 / 2
gates resized: 8 / 1
pin swaps: 4 / 0
setup buffers: 2 / 0
final cells by class:
| cell class | count | area (µm²) | share of cell area |
|---|---|---|---|
| multi-input cells | 10 | 115 | 0.341 |
| repair buffers | 10 | 95.1 | 0.281 |
| well taps | 46 | 57.6 | 0.170 |
| flip-flops and latches | 2 | 47.5 | 0.141 |
| clock buffers | 3 | 22.5 | 0.0667 |
worst min path at each step:
stage	start	endpoint	slack (ps)	cells past startpoint
CTS	state[0]$_SDFFE_PP0P_	state[0]$_SDFFE_PP0P_	530	2
global route	dime	state[0]$_SDFFE_PP0P_	530	3
finish	dime	state[0]$_SDFFE_PP0P_	500	3
logic make-up (layout without fill, tap and decap cells):
logic type / Yosys count / in the layout
AND/OR/NAND/NOR: 3 / 3
XOR/XNOR: 1 / 1
flip-flops: 2 / 2
adder cells (fa/ha/maj): 2 / 2
multiplexers: 2 / 2
buffers and inverters: 4 / 13
AND-OR/OR-AND: 2 / 2
Power figures rest on the tool's default switching activity, not on a simulated workload.
