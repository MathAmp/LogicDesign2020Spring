File: /design/flow/run.sh
#!/bin/bash
# OpenROAD 26Q1-2900-gdf79404cd8, Yosys 0.63+post, stock flow scripts
make -C /OpenROAD-flow-scripts/flow DESIGN_CONFIG=/design/flow/config.mk WORK_HOME=/design/flow/orfs finish
File: /design/flow/config.mk
export PLATFORM = sky130hd
export DESIGN_NAME = two_digit_hw
export DESIGN_NICKNAME = two_digit_hw
export VERILOG_FILES = /design/flow/design.v
export SDC_FILE = /design/flow/constraint.sdc
export NUM_CORES = 4
export LEC_CHECK = 1
export CORE_UTILIZATION = 30
File: /design/flow/constraint.sdc
current_design two_digit_hw

set clk_period 1.5
set clk_io_pct 0.2

create_clock -name clk0 -period $clk_period [get_ports {clkin}]

set non_clock_inputs [all_inputs -no_clocks]
set_input_delay [expr $clk_period * $clk_io_pct] -clock clk0 $non_clock_inputs
set_output_delay [expr $clk_period * $clk_io_pct] -clock clk0 [all_outputs]
File: /design/flow/design.v
`timescale 1ns / 1ps
module two_digit_hw(
		input clkin,
		input rst,
		input toggle,
		output [6:0] seg_one,
		output [6:0] seg_ten
    );
	 reg [9:0] cnt;
	 wire clk;
	 reg [3:0] one;
	 reg [3:0] ten;
	 SevenSeg u2(.num(ten), .signal(seg_ten));
	 SevenSeg u3(.num(one), .signal(seg_one));
	 freq_div u1(.clr(rst), .clkin(clkin), .clkout(clk));
	 always @ (posedge clk or posedge rst) begin
		 if(rst) begin
			 one <= 4'd0;
			 ten <= 4'd0;
			 cnt <= 10'd0;
		 end
		 else if(rst == 0) begin
			 if(toggle == 0) begin
				 if(cnt == 10'd99) begin
					 cnt = 10'd0;
				 end
				 else begin
					 cnt = cnt + 1;
				 end
			 end
			 else begin
				 if(cnt == 10'd0) begin
					 cnt = 10'd99;
				 end
				 else begin
					 cnt = cnt - 1;
				 end
			 end
			 ten = cnt / 10;
			 one = cnt % 10;
		 end
	 end
endmodule
module SevenSeg(
		input [3:0] num,
		output reg [6:0] signal
    );
	 always @ (num) begin
		 case(num)
			 4'b0000: signal <= 7'b0111111;
			 4'b0001: signal <= 7'b0000110;
			 4'b0010: signal <= 7'b1011011;
			 4'b0011: signal <= 7'b1001111;
			 4'b0100: signal <= 7'b1100110;
			 4'b0101: signal <= 7'b1101101;
			 4'b0110: signal <= 7'b1111101;
			 4'b0111: signal <= 7'b0000111;
			 4'b1000: signal <= 7'b1111111;
			 4'b1001: signal <= 7'b1101111;
		 endcase
	 end
endmodule
module freq_div(
		input clr,
		input clkin,
		output reg clkout
    );
	 reg [5:0] cnt;
	 always @ (posedge clkin or posedge clr) begin
		if(clr) begin
			cnt <= 6'd0;
			clkout <= 0;
		end
		else if(cnt == 6'd24) begin
			cnt <= 6'd0;
			clkout <= ~clkout;
		end
		else begin
			cnt <= cnt + 1;
		end
	end
endmodule
==> flow.log <==
[report] implementation figures
INFO  metric run_status = completed
INFO  metric syn_inst = 383
INFO  metric ctsLongestPathBuffers = 2
INFO  metric power_leakage = 1.30 nW
INFO  metric finalWeightedCongestion = 0.888
INFO  metric first_global_vias = 2522
INFO  metric max_slew.worst_pin.slew = 832 ps
INFO  metric antenna_found_initial = 0
INFO  metric rsz_0062_raised_after_global_routing = false
INFO  metric overall_track_demand_over_capacity_in_global_routing = 0.134
INFO  metric die-width = 104 um
INFO  metric synthesized_area_fraction_occupied_by_and_or_nand_nor_cells = 0.236
INFO  metric power.ir.vdd_worst = 0.000348 V
INFO  metric clk_pin_slew = 40 ps
INFO  metric critical_path.max_stage_delay = 400 ps
INFO  metric final_cell_count_no_fill = 516
INFO  metric synth-compound-area-share = 0.350
INFO  metric crit_path_drt = 1650 ps
INFO  metric untimed_endpoints = 45
INFO  metric timing_worst_setup_path_type = flop to flop
INFO  metric ys_dominant_reg_cell = sky130_fd_sc_hd__dfrtp_1
INFO  metric hold_path_class = primary input to asynchronous set/reset pin
INFO  metric mostFrequentLayoutCell = sky130_fd_sc_hd__nor2_1
INFO  metric critPathTopFamily = flip-flops
INFO  metric synth.yosys.warnings = 3
INFO  metric area_growth = 9.57%
INFO  metric fp-utilization = 0.314
INFO  metric yosys.area_share.adder = 0.0272
INFO  metric startpoint = u1.cnt[0]
INFO  metric remaining_drc_errors = 0
INFO  metric cts_htree_levels = 1
INFO  metric cts_tree = built
INFO  metric slew_headroom = 0.431
INFO  metric grt_max_degree = 25
INFO  metric fin_crit_sh = 0.803
INFO  metric cts_setup_buffers = 0
INFO  metric chain_of_cells_forming_the_critical_path = inv_1, ha_1, nor4b_2, buf_4, xor2_1
INFO  metric die_h = 104 um
INFO  metric timing.critical_path.arrival = 1350 ps
INFO  metric routedWlPerCell = 13.5 um
INFO  metric netlist-cell-type-count = 93
INFO  metric asyncSetResetFlopFracSynth = 0.632
INFO  metric enable_flop_cells = 0
INFO  metric critical_register_to_register_path_startpoint = u1.cnt[0]
INFO  metric reg2reg_to = u1.clkout
INFO  metric worst-path-max-fanout = 4
INFO  metric wirelength = 6950 um
INFO  metric dr_total_vias = 2873
INFO  metric slowest_cell_on_the_critical_path = sky130_fd_sc_hd__dfrtp_1
INFO  metric warnings = 27
INFO  metric power_density = 273 nW/um^2
INFO  metric holdBufCountCts = 0
INFO  metric post_route_cells_drive_above_1_share = 0.117
INFO  metric worst-r2r-setup-slack = 300 ps
INFO  metric max_cap_viol_count = 0
INFO  metric antenna_nets_post_route = 0
INFO  metric rows = 36
INFO  metric hpwl = 5190 um
INFO  metric report.final.setup_viol = 0
INFO  metric final_hold_viol_count = 0
INFO  metric numCtsBuffers = 3
INFO  metric antenna-diode-count = 0
INFO  metric ys_top_logic_family = AND-OR/OR-AND gates
INFO  metric grt_remaining_overflow = 0
INFO  metric power.total = 0.935 mW
INFO  metric final_layout_top_logic_cells = sky130_fd_sc_hd__nor2_1 (33), sky130_fd_sc_hd__nand2_1 (25), sky130_fd_sc_hd__dfrtp_1 (24)
INFO  metric post_synthesis_mux_area_share = 0.0172
INFO  metric number_of_flip_flops_and_latches_in_the_synthesized_netlist = 38
INFO  metric critical_path.endpoint_type = flop
INFO  metric layout.filler_cells = 991
INFO  metric iteration_tally_of_the_first_detailed_router_pass = 5
INFO  metric clock_latency_on_the_worst_skew_pair = 230 ps
INFO  metric synth_area = 3120 sq um
INFO  metric design.portCount = 17
INFO  metric timing.clock.skew = 3.65 ps
INFO  metric yosys_area = 3120 sq um
INFO  metric critical_path.n_buffers_inverters = 2
INFO  metric synth.avg_cell_area = 8.16 sq um
INFO  metric worst_setup_start_kind = flop
INFO  metric rr_worst_depth = 5
INFO  metric tmin_final = 1200 ps
INFO  metric chip_area = 10800 sq um
INFO  metric ys_cells = 383
INFO  metric cts-root-buf = sky130_fd_sc_hd__clkbuf_8
INFO  metric dr.first_iter.drc_count = 145
INFO  metric detail_route.vias_per_cell = 5.57
INFO  metric xors_xnors_by_area = 0.0473
INFO  metric grt_first_pass_wirelength = 12300 um
INFO  metric cell_count_post_placement = 512
INFO  metric fp.coreArea = 9950 sq um
INFO  metric fmax = 830 MHz
INFO  metric port-buffer-count = 16
INFO  metric slew_violations = 0
INFO  metric setup_total_negative_slack = 0 ps
INFO  metric number_of_register_pins_that_no_clock_reaches = 31
==> report_power, final <==
part	total [mW]	switching (mW)	internal, mW
logic	0.481	0.297	0.184
registers	0.194	0	0.194
clock network	0.259	0.0761	0.183
==> through the flow <==
stage,area (sq um),utilization,hold WS (ps),worst slack (ps)
5_1_grt,3420,0.344,355,170
4_1_cts,3420,0.343,335,175
3_3_place_gp,3370,0.339,456,199
2_1_floorplan,3120,-,443,102
3_5_place_dp,3370,0.339,462,179
6_report,3420,0.344,327,296
==> repair_timing <==
item	in CTS	in global routing
hold endpoints to repair	0	0
setup endpoints to repair	0	1
resized	0	1
==> how the worst max path moves through the flow <==
| stage | end | slack [ps] | cells past startpoint |
|---|---|---|---|
| 4_1_cts | u1.clkout | 180 | 5 |
| 6_report | u1.clkout | 300 | 5 |
| 5_1_grt | u1.clkout | 170 | 5 |
==> Yosys cell counts (all sizes together), types with 4 or more instances <==
cell type / n / area [sq um]
xnor2: 9 / 86.3
nand2: 27 / 106
a21oi: 19 / 103
a31oi: 7 / 50.1
or3: 10 / 67.6
dfrtp: 24 / 601
ha: 6 / 75.1
nand3: 15 / 80.1
o211ai: 8 / 65.1
nor3: 16 / 85.1
buf: 11 / 67.6
nand4: 5 / 31.3
o31ai: 8 / 83.8
a2111oi: 7 / 86.3
and3: 4 / 25.0
o21ai: 24 / 120
xor2: 7 / 61.3
dlxtn: 14 / 210
nor2: 34 / 135
a21o: 5 / 37.5
a211oi: 9 / 80.1
clkbuf: 15 / 56.3
inv: 18 / 70.1
nand2b: 6 / 37.5
==> layout make-up <==
cell class / count / area, sq um / area share
multi-input cells: 300 / 2120 / 0.620
well taps: 133 / 166 / 0.0486
clock buffers: 4 / 45.0 / 0.0132
flip-flops and latches: 38 / 811 / 0.237
repair buffers: 22 / 205 / 0.0599
inverters: 19 / 73.8 / 0.0216
==> state kept, by name (all words and copies together), names as in the netlist <==
name / flops
cnt: 9
u2.signal: 7
u1.clkout: 1
one: 4
ten: 4
u3.signal: 7
u1.cnt: 6
==> worst register-to-register path, delay by kind of cell (launching register included) <==
| kind | cells | cell delay (ps) |
|---|---|---|
| flops | 1 | 400 |
| buf+inv | 2 | 230 |
| simple gates | 1 | 230 |
| fa+ha+maj | 1 | 130 |
| xor+xnor | 1 | 130 |
==> per-layer routing <==
layer	part of all wire	track usage	vias up
met3	0.032	0.0134	2
met4	0.0020	0.00510	0
met5	0	0	-
met1	0.52	0.209	1362
met2	0.45	0.213	50
li1	-	-	1459
==> kinds of logic after synthesis <==
family / count (synthesis)
AOI/OAI and AO/OA: 133
buffers and inverters: 45
xor gates and xnor gates: 16
DFF: 24
latches: 14
and+or+nand+nor: 139
muxes: 5
adders and majority gates: 7
No activity file was given, so power comes from the tool's default toggle rates.
